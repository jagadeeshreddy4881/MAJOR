<file path="./run.sh">
#!/bin/bash
# OpenROAD 26Q1-2900-gdf79404cd8, Yosys 0.63+post, stock flow scripts
make -C /OpenROAD-flow-scripts/flow DESIGN_CONFIG=/design/flow/config.mk WORK_HOME=/design/flow/orfs finish
</file>
<file path="./config.mk">
export PLATFORM = sky130hd
export DESIGN_NAME = BIST_ALU
export DESIGN_NICKNAME = BIST_ALU
export VERILOG_FILES = /design/flow/design.v
export SDC_FILE = /design/flow/constraint.sdc
export NUM_CORES = 4
export LEC_CHECK = 1
export CORE_UTILIZATION = 30
</file>
<file path="./constraint.sdc">
current_design BIST_ALU

set clk_period 3.8
set clk_io_pct 0.2

create_clock -name clk0 -period $clk_period [get_ports {clk}]

set non_clock_inputs [all_inputs -no_clocks]
set_input_delay [expr $clk_period * $clk_io_pct] -clock clk0 $non_clock_inputs
set_output_delay [expr $clk_period * $clk_io_pct] -clock clk0 [all_outputs]
</file>
<file path="./design.v">
module ALU(
    input [3:0] A,
    input [3:0] B,
    input [2:0] SEL,
    output reg [7:0] OUT,
    output  reg ZERO
    );
    always@(*) begin
    case(SEL)
    3'b000: OUT = A + B;
    3'b001: OUT = A - B;
    3'b010: OUT = A * B;
    3'b011: OUT = A & B;
    3'b100: OUT = A | B;
    3'b101: OUT = {4'b1111, ~A};  
    3'b110: OUT = A + 1;
    3'b111: OUT = A - 1;
    default: OUT = 8'b0;  
    endcase
    ZERO = (OUT == 8'b0);
    end
endmodule
module BIST_ALU(
    input clk,
    input reset,
    output FAULT_DETECTED
);
    wire [3:0] A, B;
    wire [2:0] SEL;
    wire [7:0] OUT;
    wire ZERO;
    wire [7:0] computed_signature;
    parameter [7:0] golden_signature = 8'hA5;
    patterngenerator Pattern_Generator (
        .clk(clk),
        .reset(reset),
        .A(A),
        .B(B),
        .SEL(SEL)
    );
    ALU alu (
        .A(A),
        .B(B),
        .SEL(SEL),
        .OUT(OUT),
        .ZERO(ZERO)
    );
    signalanalyzer Signature_Analyzer (
        .clk(clk),
        .reset(reset),
        .OUT(OUT),
        .ZERO(ZERO),
        .signature(computed_signature)
    );
    comparator Comparator (
        .computed_signature(computed_signature),
        .golden_signature(golden_signature),
        .FAULT_DETECTED(FAULT_DETECTED)
    );
endmodule
module comparator(
    input [7:0] computed_signature,
    input [7:0] golden_signature,
    output reg FAULT_DETECTED
);
    always @(*) begin
        if (computed_signature == golden_signature) begin
            FAULT_DETECTED = 0;  
        end else begin
            FAULT_DETECTED = 1;  
        end
    end
endmodule
module patterngenerator(
    input clk,
    input reset,
    output reg [3:0] A,
    output reg [3:0] B,
    output reg [2:0] SEL
);
    reg [3:0] lfsr_a;
    reg [3:0] lfsr_b;
    reg [2:0] lfsr_sel;
    always @(posedge clk or posedge reset) begin
        if (reset) begin
            lfsr_a <= 4'b0001;
            lfsr_b <= 4'b0010;
            lfsr_sel <= 3'b001;
        end else begin
            lfsr_a <= {lfsr_a[2:0], lfsr_a[3] ^ lfsr_a[2]};
            lfsr_b <= {lfsr_b[2:0], lfsr_b[3] ^ lfsr_b[1]};
            lfsr_sel <= {lfsr_sel[1:0], lfsr_sel[2] ^ lfsr_sel[0]};
        end
    end
    always @(*) begin
        A = lfsr_a;
        B = lfsr_b;
        SEL = lfsr_sel;
    end
endmodule
module signalanalyzer(        
    input clk,
    input reset,
    input [7:0] OUT,
    input ZERO,
    output reg [7:0] signature
);
    always @(posedge clk or posedge reset) begin
        if (reset) begin
            signature <= 8'b0;
        end else begin
            signature <= {signature[6:0], signature[7] ^ OUT[0] ^ OUT[1] ^ OUT[2] ^ OUT[3] ^ ZERO};
        end
    end
endmodule
</file>
==> results.txt <==
Implementation results

For this run, the detailed router reports a per-instance via density of 4.95. In this run, distinct cell masters in the synthesized netlist total 51. No sink is reached through more buffers than the 2 on the longest clock path. STA lists the maximum fanout along the critical path as 7. The final sum of negative setup slack is 0 ps.

The critical path capture point type is a flip-flop. For this run, the top clock speed supported by timing is 279 MHz. The number of standard-cell rows in the floorplan is 28. The most common cell in the netlist is ha_1. The total overflow reported by the global router is 0. The clock insertion delay at the later pin of the skew report is 250 ps. Among all flip-flop cells after synthesis, the most frequent one is dfrtp_1. The startpoint identified for the worst hold timing path is Signature_Analyzer.signature[2]. After synthesis, the share of cell area in mux cells is 0.0116.

Input and output buffers added on the ports amount to 2. Summed over all routing layers, the global router reports a total usage of 0.136. The class of the tightest hold or removal check is reg -> reg.

The warning count from the yosys run is 4. The CTS H-tree depth is 1. The clock-pin slew on the worst setup and hold paths is 70 ps. The endpoint of the lowest-slack register-to-register path is Signature_Analyzer.signature[0]. The worst path needs 3590 ps of the cycle, external delays included.

The chip area line in the Yosys stat output reads 1840 um2. The vertical die dimension reported for this design is 80.3 um. The total wirelength of the detailed-routed design is 3640 um.

Antenna repair during routing inserted a diode count of 0. The power density of the placed cells is 169 nW/um2. The xor/xnor share of the synthesized area is 0.0524. The number of global-route vias before repair is 1364.

The slew of the pin with the lowest slew margin is 668 ps. Dividing the final minimum period by the clock period gives 0.944. Setup repair after global routing left no endpoint under its margin. TritonCTS built the clock tree. For the final database, setup skew stands at 7.27 ps. The number of buffers inserted during clock tree synthesis is 3. The OpenROAD report gives the critical path a data arrival time of 3750 ps. The mean instance size in the synthesized netlist is 9.47 um2. In the synthesized netlist, the number of instances is 194. The count of clock tree sinks is 19. The clock root buffer is clkbuf_8. The I/O pin count is 3. The prevailing logic family in the synthesized netlist is adder cells. The critical path's most frequent cell is fa_1.

In this run the horizontal extent of the chip is 80.3 um. The finished layout reports a core utilization of 0.338. The share of the core area taken by cells at floorplan is 0.310. The core region is 5920 um2. The area of the die is 6440 um2. The register bit total from synthesis is 19. The report gives the cell count of the worst hold path as 0. Of the total synthesized cell area, the portion taken by AND, OR, NAND and NOR gates is 0.176. The number of gates resized after CTS was 0.

The violation tally from detailed-route iteration zero is 77. The required time at the worst endpoint is listed as 3970 ps. Entering global routing, the biggest net connects 21 pins.

The initial antenna violation count is 0. The first global-routing pass estimated 6650 um of wire. The worst register-to-register path has a depth of 12.

The dominant cell type by area after synthesis is dfrtp_1. The placer congestion estimate is 0.902. Per the final report, max-transition violations number 0. The length of the first detailed-routing pass in iterations is 4.

The worst setup path is launched from a flip-flop. The run finished with clean final reports. Yosys attributes the largest share of cell area to dfrtp_1, ha_1, fa_1. In the Yosys report the total cell count is 194. The kind of cell adding the most delay to the critical path is adder cells.

The worst VDD IR drop from the latest analysis is 299 uV. Of the synthesized area, sequential elements account for 0.261. Between the synthesized netlist and the finished layout, the area growth was recorded as 8.85%. The leakage power in the latest report is 0.941 nW. The number of warnings in the stage logs is 34.

The critical path buffer and inverter count is 1. The post-synth count of flops with an enable pin is 0. The total standard cell area after synthesis is 1840 um2. Setup violations remaining at the end of the flow were counted as 0. Looking at the hold checks, the worst path lands on Signature_Analyzer.signature[3].

The number of hold violations in the final report is 0. Per the detail_route report, DRC violations left total 0. Of the post-synthesis cell area, the dominant cell type holds 0.218. The final antenna-violating net count is 0. The synthesis run shows the most used standard cells to be ha_1, inv_1, dfrtp_1, nand2_1, nor2_1. The cell type of the slowest stage on the worst timing path is dfstp_2. In the final layout, the share of cells above drive strength 1 is 0.0804. The half-perimeter wire length of the detailed placement result is 2870 um. The synthesis report gives the async set-or-reset register share as 1.00. The total of hold buffers inserted after clock tree synthesis is 0. The beginning of the worst register-to-register path is Pattern_Generator.lfsr_a[0].

The area share of and-or/or-and cells after synthesis is 0.161. The total of max-cap violations is 0. The total number of vias is 1355. The adder-cell area share of the yosys netlist is 0.276. The setup slack of the most critical reg-to-reg path is 210 ps. The per-cell routed wire length is 13.3 um. Traced cell by cell, the critical path runs through nand2_1, fa_1, fa_1, inv_1, fa_1, a211o_1, o2111ai_1, nand4_1, a311oi_1, o21ai_0, a21boi_2, xnor2_1. The largest stage delay on the critical path is 590 ps.

Measured against its own limit, the worst slew margin works out to 0.554. The critical path class is reg -> reg. The post-CTS repair timing setup buffer count is 0.
sequential cells by signal, summed over array words and instances (netlist names):
register / count
Pattern_Generator.lfsr_a: 4
Signature_Analyzer.signature: 8
Pattern_Generator.lfsr_sel: 3
Pattern_Generator.lfsr_b: 4
final cells by class:
cell class,instances,area (um2)
multi-input combinational,148,1250
clock buffer,4,45.0
sequential,19,479
inverter,21,78.8
fill,576,3920
tap,75,93.8
timing repair buffer,7,57.6
through the flow:
| stage | worst slack [ps] | instances | hold WS, ps | power (mW) | cell area, um2 |
|---|---|---|---|---|---|
| 2_1_floorplan | 435 | 194 | 346 | 0.209 | 1840 |
| 3_3_place_gp | 247 | 270 | 352 | 0.211 | 1960 |
| 3_5_place_dp | 197 | 270 | 353 | 0.211 | 1960 |
| 4_1_cts | 161 | 274 | 364 | 0.345 | 2000 |
| 5_1_grt | 26.7 | 274 | 381 | 0.353 | 2000 |
| 6_report | 215 | 274 | 358 | 0.339 | 2000 |
cells by family (layout without fill, tap and decap cells):
group,after synthesis,count (layout)
simple gates,58,58
compound gates,40,40
fa+ha+maj,37,37
buf+inv,27,32
flops,19,19
xor+xnor,11,11
mux,2,2
report_power, final:
group	internal, mW	switching, mW	total [mW]
Combinational	0.000957	0.00363	0.00459
Sequential	0.202	0	0.202
Clock	0.0742	0.0575	0.132
cells in the final DEF (no fill, tap or decap), types with 3 or more instances in the layout:
cell / count
nor3_1: 3
nor4bb_1: 3
inv_1: 21
xnor2_1: 7
dfstp_2: 3
xor2_1: 4
dfrtp_1: 16
nand2_1: 15
a211o_1: 3
buf_4: 5
nor2_1: 10
ha_1: 31
fa_1: 6
nand2b_1: 5
o22ai_1: 3
o21ai_0: 6
clkbuf_8: 3
nor2b_1: 3
and2_1: 4
a21oi_1: 7
worst max path at each step:
stage / from / to / slack, ps / depth (start not counted)
after CTS: Pattern_Generator.lfsr_a[0] / Signature_Analyzer.signature[0] / 160 / 12
after global routing: Pattern_Generator.lfsr_a[0] / Signature_Analyzer.signature[0] / 30 / 12
final: Pattern_Generator.lfsr_a[0] / Signature_Analyzer.signature[0] / 210 / 12
layer usage:
metal,up-vias,wire length [um],global-route usage
met4,0,0,0.00357
met2,21,1640,0.211
met3,0,168,0.0311
met5,-,0,0
met1,640,1830,0.210
li1,694,-,-
Power figures rest on the tool's default switching activity, not on a simulated workload.
